--- flow/design.v ---
`timescale 1ns/1ps
module s2p (mosi, sck, cs, rstn, clk, buffer_2, buffer_3, reff, head_flag);
input mosi, sck, cs, rstn, clk;
output reg [13:0] buffer_2, buffer_3;
output reg[13:0] reff;
output reg head_flag;
reg [13:0]ad_tmp,ad_1,ad_2;
reg [2:0] counter;
wire counter_1, counter_2,valid;   
 always@ (posedge sck or negedge rstn)
    begin
    if (rstn == 1'b0)
        ad_tmp <=  14'd0;
    else
        ad_tmp[13:0] <= {ad_tmp[12:0],mosi};
    end
  always@ (posedge cs or negedge rstn)
    begin
    if (rstn == 1'b0)
        head_flag <= 1'b0;
    else if (ad_tmp[13:0]==14'h0fff)
	    head_flag <= 1'b0;
 	else 
        head_flag <= 1'b1;
	end
assign valid = head_flag & cs;
    always@ (posedge valid or negedge rstn)
    begin
    if (rstn == 1'b0)
        counter <= 8'd0;
    else if (counter == 8'd2)
        counter <= 8'd0;
    else if (head_flag == 1'b1)
             counter <= #1  counter + 8'd1;
    else counter <=   counter;
    end  
reg valid_d,valid_d2;  
always@(posedge clk or negedge rstn)
	begin
		if(rstn== 1'b0)
			valid_d <= 1'd0;
		else
			valid_d <= valid;
	end
always@(posedge clk or negedge rstn)
	begin
		if(rstn== 1'b0)
			valid_d2 <= 1'd0;
		else
			valid_d2 <= valid_d;
	end
assign counter_1 = valid_d2 & (counter == 8'd1) ? 1'b1 : 1'b0;
assign counter_2 = valid_d2 & (counter == 8'd2) ? 1'b1 : 1'b0;  
always@(posedge clk or negedge rstn)
	begin
		if(rstn== 1'b0)
			ad_1 <= 14'd0;
		else if(counter_1 == 1'b1)
			ad_1 <= ad_tmp;
		else
			ad_1 <= ad_1;
	end
always@(posedge clk or negedge rstn)
	begin
		if(rstn== 1'b0)
			ad_2 <=  14'd0;
		else if(counter_2 == 1'b1)
			ad_2 <= ad_tmp;
		else
			ad_2 <= ad_2;
	end	
always@(negedge head_flag or negedge rstn)
	begin
		if(rstn==1'b0)
		buffer_2 <= 14'd0;
		else
		buffer_2 <= ad_1-12'd1395;
	end	
always@(negedge head_flag or negedge rstn)
	begin
		if(rstn==1'b0)
		buffer_3 <= 14'd0;
		else
		buffer_3 <= ad_2-12'd1568;
	end	
always@(negedge head_flag or negedge rstn)
	begin
		if(rstn==1'b0)
		reff <= 14'd0;
		else if(buffer_2[13]==0&&buffer_3[13]==0)
		reff <= (buffer_2 + buffer_3);
		else if(buffer_2[13]==0&&buffer_3[13]==1)
		reff <= (buffer_2 - (~buffer_3+1'b1));
		else if(buffer_2[13]==1&&buffer_3[13]==0)
		reff <= (buffer_3 -(~buffer_2+1'b1));
		else if(buffer_2[13]==1&&buffer_3[13]==1)
		reff <= (buffer_2 + buffer_3);
		else
		reff <= reff;
	end	
endmodule
--- flow/run.sh ---
#!/bin/bash
# OpenROAD 26Q1-2900-gdf79404cd8, Yosys 0.63+post, stock flow scripts
make -C /OpenROAD-flow-scripts/flow DESIGN_CONFIG=/design/flow/config.mk WORK_HOME=/design/flow/orfs finish
--- flow/config.mk ---
export PLATFORM = sky130hd
export DESIGN_NAME = s2p
export DESIGN_NICKNAME = s2p
export VERILOG_FILES = /design/flow/design.v
export SDC_FILE = /design/flow/constraint.sdc
export NUM_CORES = 4
export LEC_CHECK = 1
export CORE_UTILIZATION = 50
--- flow/constraint.sdc ---
current_design s2p

set clk_period 3.0
set clk_io_pct 0.2

create_clock -name clk0 -period $clk_period [get_ports {clk}]
create_clock -name clk1 -period $clk_period [get_ports {cs}]
create_clock -name clk2 -period $clk_period [get_ports {sck}]

set non_clock_inputs [all_inputs -no_clocks]
set_input_delay [expr $clk_period * $clk_io_pct] -clock clk0 $non_clock_inputs
set_output_delay [expr $clk_period * $clk_io_pct] -clock clk0 [all_outputs]
==> flow_summary.toml <==
# physical design summary
[worst_setup_path]
cp-endpoint = "valid_d$_DFF_PN0_"
worstPathRequired_ns = 3.23
path_buffers = 4
path_class = "reg -> reg"
path_cells = "dlygate4sd3_1 > buf_4 > and2_1 > clkbuf_8 > clkbuf_8"
rr_startpoint = "head_flag$_DFF_PN0_"
slowest_delay_ns = 0.57
cp-end-kind = "flip-flop"
reg2reg_slack_ns = 0.70
crit_start = "head_flag$_DFF_PN0_"
worstReg2RegEnd = "valid_d$_DFF_PN0_"
rr_worst_depth = 5
start_kind = "flip-flop"
crit_path_max_fanout = 47
cp_num_cells = 5
crit_top_cell = "clkbuf_8"
critical_path.top_delay_family = "buffers and inverters"
cp.arrival_ns = 2.53
cpMaxStageDelayCell = "dlygate4sd3_1"

[logic_synthesis]
ys_cells = 298
logic_family = "AND-OR/OR-AND gates"
syn_avg_cell_area_um2 = 12.9
ys_seq_share_pct = 58.7
synth_area_um2 = 3830
simple_gate_area_share_pct = 8.38
adder_share_pct = 6.72
yosys_warnings = 1
async_flop_share_pct = 100
ys_chip_area_um2 = 3830
ff_type = "dfrtp_1"
edf_count = 0
xor_area_share_pct = 6.85
synth.area.mux_share_pct = 8.19
synth-compound-area-share_pct = 9.36
syn_inst = 298
ys.flops = 90
ys_types = 46

[placed_design]
gp_congestion = 0.819
portBuffers = 45
dp_slack_ns = 1.20
dp_cells = 441
dpl.hpwl_um = 4910

[route]
drc = 0
wl_per_cell_um = 14.0
wl_um = 6570
detailroute.via_count = 2363
drt_iter0_markers = 67
vias_per_cell = 5.03
drtAntennaViolNets = 0
first_pass_iters = 4
diodes = 0

[timing]
maxSlewViolCount = 0
finalSetupTns_ns = 0
setup_viol = 0
rsz0062_at_grt = "false"
max_slew_margin_pct = 42.0
fin_hold_ws_ns = 0.144
tightest_slew_ns = 0.866
unclocked_pins = 42
hold_viol_final = 0
finClkSkew_ns = 0.00607
timing.final.ws_setup_ns = 0.698
untimed_endpoints = 84

[pwr]
leakagePower_uw = 0.00209
powerDensity_nw_per_um2 = 619
p_switching_uw = 915
clkPwrFrac_pct = 34.6
max-vdd-ir-drop_mv = 0.587
internal_power_uw = 2050
p_comb_share_pct = 25.3
switching_share_pct = 30.9
power_frac_seq_pct = 40.1

[floorplan]
core.rowCount = 31
die_h_um = 89.6
die_x_um = 89.6
fp_util_pct = 52.3
die_area_um2 = 8020
ioPinCount = 48
coreArea_um2 = 7330

[grt]
grt_first_pass_wirelength_um = 10800
overflow = 0
grt_max_degree = 53
grt_pass1_vias = 2263
grt_usage_pct = 18.8
antenna_found_initial = 0

[layout]
drive_gt1_share_pct = 11.1
final.fill_count = 518
finalNonFillerCells = 470
mi_logic_area_um2 = 1520
seq_area_um2 = 2250
syn2layout_area_growth_pct = 24.9

[job]
warning_count = 30
drv_cap = 0

[min_path]
min_path_type = "reg -> reg"
hold_start = "ad_tmp[4]$_DFF_PN0_"

[clocking]
cts_tree = "yes"
post_cts_resize_count = 0
clk_pin_slew_ns = 0.06

[status]
outcome = "complete, no violations"
sequential cells by signal (all words and copies together) (netlist names):
| signal | flops |
|---|---|
| ad_1 | 14 |
| valid_d | 1 |
| counter | 3 |
| ad_2 | 14 |
| buffer_2 | 14 |
| buffer_3 | 14 |
| reff | 14 |
| valid_d2 | 1 |
| head_flag | 1 |
| ad_tmp | 14 |
how the worst min path moves through the flow:
stage / endpoint / depth (start not counted) / slack, ns
6_report: head_flag$_DFF_PN0_ / 2 / 0.14
5_1_grt: head_flag$_DFF_PN0_ / 2 / 0.17
4_1_cts: head_flag$_DFF_PN0_ / 2 / 0.13
cells in the final DEF (no fill, tap or decap), types with 2 or more instances in the layout:
cell type and count:
dfrtp_1 48, clkdlybuf4s50_1 44, dfrtn_1 42, mux2_1 27, nand2_1 26, clkbuf_8 24
ha_1 19, xnor2_1 16, o21ai_1 15, xor2_1 14, a21oi_1 11, inv_1 9
nand3_1 6, and3_1 6, buf_4 6, a31oi_1 5, o21ai_0 4, a21o_1 4
nand4_1 3, o21bai_1 3, a211oi_1 2, nor2_1 2, nor3_1 2, inv_2 2
or3_1 2, o31ai_1 2, nand4b_1 2, clkinv_2 2, dlygate4sd3_1 2
metrics by stage:
step | total power, uW | area, um^2 | util [%]
6_report | 2960 | 4790 | 65.3
5_1_grt | 3200 | 4790 | 65.3
4_1_cts | 3020 | 4790 | 65.3
3_5_place_dp | 1970 | 4420 | 60.4
3_3_place_gp | 1960 | 4420 | 60.4
2_1_floorplan | 1760 | 3830 | -
kinds of logic (layout without fill, tap and decap cells):
logic type	after synthesis	in the layout
DFF	90	90
and+or+nand+nor	57	57
xor gates and xnor gates	30	30
adders and majority gates	20	20
muxes	28	28
buffers and inverters	17	90
AOI/OAI and AO/OA	56	56
worst register-to-register path, stage by stage (launching register included):
cell	delay, ns
dfrtp_1	0.38
dlygate4sd3_1	0.57
buf_4	0.36
and2_1	0.25
clkbuf_8	0.14
clkbuf_8	0.11
metal layers:
| metal | global-route usage [%] | wire (um) |
|---|---|---|
| met5 | 0 | 0 |
| met4 | 4.76 | 138 |
| met3 | 5.56 | 262 |
| met2 | 25.4 | 2850 |
| met1 | 31.8 | 3310 |
final cells by class:
| type | count | area share [%] |
|---|---|---|
| flip-flops and latches | 90 | 47.0 |
| multi-input cells | 191 | 31.8 |
| repair buffers | 52 | 10.6 |
| clock buffers | 25 | 6.98 |
| well taps | 99 | 2.59 |
| inverters | 11 | 0.862 |
| clock inverters | 2 | 0.209 |
synthesized netlist by cell type, types with 3 or more instances:
library cell,count,area (um^2)
nand4_1,3,18.8
inv_1,9,33.8
a31oi_1,5,31.3
nand3_1,6,30.0
o21ai_0,4,20.0
buf_2,3,15.0
nand2_1,26,97.6
ha_1,19,238
xnor2_1,16,140
xor2_1,14,123
dfrtn_1,42,1050
dfrtp_1,48,1200
o21bai_1,3,22.5
a21o_1,4,30.0
a21oi_1,11,55.1
clkbuf_1,3,11.3
o21ai_1,15,75.1
and3_1,6,37.5
mux2_1,27,304
what timing repair did:
item	4_1_cts	5_1_grt
buffers inserted	0	0
endpoints found under the hold margin	5	0
hold buffers	2	0
power by group through the flow:
| stage | Clock [uW] | Combinational [uW] | Sequential (uW) |
|---|---|---|---|
| final | 1030 | 749 | 1190 |
| after global routing | 1110 | 853 | 1230 |
| after CTS | 1060 | 767 | 1190 |
Power is estimated from default activity; no workload was simulated.
