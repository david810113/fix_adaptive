$ cat design/flow/config.mk
export PLATFORM = sky130hd
export DESIGN_NAME = p2s
export DESIGN_NICKNAME = p2s
export VERILOG_FILES = /design/flow/design.v
export SDC_FILE = /design/flow/constraint.sdc
export NUM_CORES = 4
export LEC_CHECK = 1
export CORE_AREA = 10 10 72 72
export DIE_AREA = 0 0 82 82
$ cat design/flow/constraint.sdc
current_design p2s

set clk_period 1.2
set clk_io_pct 0.2

create_clock -name clk0 -period $clk_period [get_ports {sck}]

set non_clock_inputs [all_inputs -no_clocks]
set_input_delay [expr $clk_period * $clk_io_pct] -clock clk0 $non_clock_inputs
set_output_delay [expr $clk_period * $clk_io_pct] -clock clk0 [all_outputs]
$ cat design/flow/design.v
`timescale 1ns/1ps
module p2s (sck, cs, rstn, clk,in_p2s, head_flag,miso);
input sck, cs, rstn, clk,head_flag;
input[13:0] in_p2s;
output  miso;
reg [13:0]reff_temp;
always@(negedge sck or negedge rstn)
	begin
		if(rstn==1'b0)
		reff_temp <=  14'd0;
		else if(head_flag==1'b0)
		reff_temp[13:0] <=  in_p2s[13:0];
		else
		reff_temp[13:0] <=  {reff_temp[12:0],1'd0};
	end
assign miso = (head_flag==1'b1)?reff_temp[13]:1'b0;
endmodule	
$ cat design/flow/run.sh
#!/bin/bash
# OpenROAD 26Q1-2900-gdf79404cd8, Yosys 0.63+post, stock flow scripts
make -C /OpenROAD-flow-scripts/flow DESIGN_CONFIG=/design/flow/config.mk WORK_HOME=/design/flow/orfs finish
==> out/metrics.csv <==
metric;value;unit
status;finished with violations;
violations;setup timing;
diodes;0;
fin_ws;-0.469;ns
tightest_slew;0.107;ns
fin_area;898;µm²
ff_type;dfrtn_1;
wl_per_cell;10.9;µm
slowest_stage;dfrtn_1;
crit_family;flip-flops;
largest_reg_flops;14;
pwr-share-seq;50.2;%
ys_seq_share;61.0;%
grt_pass1_wl;1.76;mm
htreeDepth;1;
area_growth;56.4;%
grt_usage;3.56;%
power_frac_clock;33.6;%
layout.cells.non_filler;101;
place_ws;-0.833;ns
top_cells_by_count;dfrtn_1 (14), mux2_4 (8), mux2_2 (5);
largest-register;reff_temp;
slew-limit-headroom;92.8;%
end_kind;output port;
critPathBufInv;1;
cap_violations;0;
dp.cells;96;
max-vdd-ir-drop;0.000533;V
insertion_delay;0.25;ns
intPower;0.000869;W
vias;315;
drc_errors;0;
drv_slew;0;
grt-ovfl-total;0;
combPwrFrac;16.1;%
hold_viol_final;0;
path_clk_slew;0.04;ns
boundaryPins;20;
p_per_area;1180;nW/µm²
numPortBuffers;17;
row_count;22;
syn_inst;31;
drtAntennaViolNets;0;
sw_frac_of_total;18.3;%
synth.top_cells.by_area;dfrtn_1 (61%), mux2_4 (21%), mux2_2 (9.8%);
core_area;3690;µm²
syn_area;574;µm²
dpl_cell_area;813;µm²
warnings;30;
ys_types;7;
drt_iter0_drc;3;
clockRootBuffer;clkbuf_8;
fp_util;15.6;%
startpoint_type;flop;
edf_count;0;
cp_cell_sequence;and2_4, buf_6;
antenna_found_initial;0;
leakagePower;0.431;nW
gp_congestion;0.636;
crit_fanout;1;
top_regs;reff_temp x14;
drive_gt1_share;45.3;%
criticalPathCategory;reg2out;
top_area_share;61.0;%
numSynthFlops;14;
ys_warn_count;1;
die_x;82;µm
clockBufferDepth;2;
cts_made_buffers;3;
p_sw;0.000194;W
hold_class;reg2reg;
grt_pass1_vias;348;
cts_tree;done;
netlist.top_cell.by_area;dfrtn_1;
finalSetupViolations;14;
hold_buffers;0;
wirelength;1.10;mm
fin_skew;0.00239;ns
grt_max_degree;15;
die_area;6720;µm²
synthArstFlopShare;100;%
via_per_inst;3.12;
drt_pass1_iterations;2;
cp_data_required_time;0.96;ns
synth_chip_area;574;µm²
cpPeakStageDelay;0.38;ns
finalCoreUtilization;24.4;%
die_h;82;µm
synth_area_per_cell;18.5;µm²
ys_cells;31;
crit_arrival;1.43;ns
most_common_cell;dfrtn_1;
cts.sinks;14;
rsz0062_at_grt;true;
-- final cells by class --
type,count,area (µm²)
Fill cell,400,2790
Sequential cell,14,350
Timing Repair Buffer,21,234
Multi-Input combinational cell,15,213
Tap cell,48,60.1
Clock buffer,3,41.3
-- metrics by stage --
stage | setup TNS, ns | total power, W | hold slack [ns]
after detailed placement | -11.92 | 0.000700 | 0.424
final | -1.43 | 0.00106 | 0.424
after floorplan | -4.01 | 0.000622 | 0.415
after global routing | -1.43 | 0.00112 | 0.430
after global placement | -11.78 | 0.000697 | 0.415
after CTS | -1.40 | 0.00108 | 0.423
-- kinds of logic after synthesis --
kind of cell	after synthesis	share of synthesized area [%]
buf+inv	2	5.45
mux	13	30.7
simple gates	2	2.83
flops	14	61.0
-- final timing paths --
| kind | startpoint | to | slack, ns | depth (start not counted) |
|---|---|---|---|---|
| worst min register to register | reff_temp[6]$_DFF_NN0_ | reff_temp[7]$_DFF_NN0_ | 0.42 | 1 |
| min in group asynchronous | rstn | reff_temp[6]$_DFF_NN0_ | 0.80 | 2 |
| max in group asynchronous | rstn | reff_temp[12]$_DFF_NN0_ | 0.26 | 2 |
| worst max-delay path | reff_temp[13]$_DFF_NN0_ | miso | -0.47 | 2 |
| worst min-delay path | reff_temp[6]$_DFF_NN0_ | reff_temp[7]$_DFF_NN0_ | 0.42 | 1 |
| worst max register to register | reff_temp[11]$_DFF_NN0_ | reff_temp[12]$_DFF_NN0_ | 0.46 | 1 |
-- power groups by stage --
stage     logic (W)  clock network, W  registers [W]
4_1_cts    0.000169          0.000373       0.000534
5_1_grt    0.000184          0.000400       0.000540
6_report   0.000172          0.000357       0.000534
-- layer usage --
layer  vias up  GRT usage [%]  wire [µm]
li1        150              -          -
met1       151           4.25        469
met2        12           5.33        503
met3         2           2.64        121
met4         0          0.170          6
met5         -              0          0
-- cell usage in the layout (no fill, tap or decap) --
cell type        count
dfrtn_1             14
buf_4                1
buf_8                1
dlygate4sd2_1       14
buf_6                1
clkbuf_8             3
and2_4               1
buf_16               1
mux2_4              13
and2b_2              1
buf_12               2
clkdlybuf4s50_1      1
-- what timing repair did --
action                     in CTS  in global routing
gates cloned                    1                  0
hold endpoints to repair        0                  0
setup buffers                   0                  1
pin swaps                       1                  0
gates resized                  31                  1
setup endpoints to repair      15                 14
No activity file was given, so power comes from the tool's default toggle rates.
